==> /design/flow/run.sh <==
#!/bin/bash
# OpenROAD 26Q1-2900-gdf79404cd8, Yosys 0.63+post, stock flow scripts
make -C /OpenROAD-flow-scripts/flow DESIGN_CONFIG=/design/flow/config.mk WORK_HOME=/design/flow/orfs finish
==> /design/flow/design.v <==
module arbitrare #(
	parameter REQ_DATA_WIDTH  = 'd8,  
	parameter ACK_DATA_WIDTH  = 'd8  
)(
    input      						  clk,                                         
    input        					  rst_n,                                       
    input      						  client0_req,                   
    input      [REQ_DATA_WIDTH  -1:0] client0_data_req,              
    input      						  winner_ack,                    
    input      [ACK_DATA_WIDTH  -1:0] winner_data_ack,               
    input      						  client1_req,                   
    input      [REQ_DATA_WIDTH  -1:0] client1_data_req,              
	output reg 						  client0_ack,                   
    output reg [ACK_DATA_WIDTH  -1:0] client0_data_ack,              
    output reg                        client1_ack,                   
    output reg [ACK_DATA_WIDTH  -1:0] client1_data_ack,              
    output reg                        winner_req,                    
    output reg [REQ_DATA_WIDTH  :0]   winner_data_req                
);
reg client_servit;
always @(posedge clk or negedge rst_n)  
	if(~rst_n) begin
		client0_ack <= 'b0;
		client1_ack <= 'b0;
		winner_req  <= 'b0;
		client0_data_ack [ACK_DATA_WIDTH -1:0] <= 'b0;
		client1_data_ack [ACK_DATA_WIDTH -1:0] <= 'b0;
		winner_data_req  [ACK_DATA_WIDTH :0] <= 'b0;
		client_servit <= 'b0;
	end else
	if(~client_servit) begin 
		if(client0_req) begin  								 
			if(client0_ack) begin								 
				client0_ack <= 'b0;									 
				client0_data_ack <= 'b0;
				client_servit <= 'b1;
			end
			else
			begin 													
			if(winner_ack) begin								 
				winner_req <= 'b0;
				client0_ack <= 'b1;
				client0_data_ack <= winner_data_ack; 				 
			end
			else
			begin
				winner_req <= 'b1;
				winner_data_req[7:0] <= client0_data_req;			 
				winner_data_req[8] <= 0;
			end
			end
		end
		else
		client_servit <= 'b1; 										 
		end
		else
		begin
		if(client1_req) begin									 
			if(client1_ack) begin
				client1_ack  <= 'b0;
				client1_data_ack <= 'b0;
				client_servit <= 'b0;
			end
			else
			begin
			if(winner_ack ) begin
				winner_req <= 'b0;
				client1_ack <= 'b1;									 
				client1_data_ack <= winner_data_ack;				 
			end
			else
			begin
				winner_req <= 'b1;									 
				winner_data_req[7:0] <= client1_data_req;			 
				winner_data_req[8] <= 1;
			end
			end 
		end
		else
		client_servit <= 0 ;										 
end
endmodule
==> /design/flow/config.mk <==
export PLATFORM = sky130hd
export DESIGN_NAME = arbitrare
export DESIGN_NICKNAME = arbitrare
export VERILOG_FILES = /design/flow/design.v
export SDC_FILE = /design/flow/constraint.sdc
export NUM_CORES = 4
export LEC_CHECK = 1
export CORE_AREA = 10 10 94 94
export DIE_AREA = 0 0 104 104
==> /design/flow/constraint.sdc <==
current_design arbitrare

set clk_period 4.1
set clk_io_pct 0.2

create_clock -name clk0 -period $clk_period [get_ports {clk}]

set non_clock_inputs [all_inputs -no_clocks]
set_input_delay [expr $clk_period * $clk_io_pct] -clock clk0 $non_clock_inputs
set_output_delay [expr $clk_period * $clk_io_pct] -clock clk0 [all_outputs]
==> Changelog: implementation <==
## Flow update

- Initial detailed-routing violation count: 41
- GRT Residual Overflow: 0
- Cell Int Power: 0.00100 W
- Synth warn: 1
- Seq share, synth: between 50 and 60%
- Hold path endpoint: winner_data_req[4]
- Antenna violations before repair: 0
- Post-CTS sizing: 0
- Worst Hold Path Cells: 1
- Crit path launch type: flip-flop
- F_max: 437 MHz
- Hold Fails Final Rpt: 0
- Die area: 0.0108 sq mm
- Clk pwr share: ~22%
- PortBufs: ~56
- Clock Sinks: 29
- Num ports: 57
- Num rows: 30
- Fin. max-slew vios: 0
- RSZ-0062 raised after global routing: no
- Family with the most delay on the worst path: flip-flops
- CTS Hold Bufs: 0
- Worst R2R End: winner_data_req[7]
- Clk latency late pin: 0.27 ns
- Pre-antenna DRT Iters: 4
- First-pass GRT wire length: 6340 um
- Min Tclk post-route: between 2 and 2.5 ns
- Status: finished, final reports clean
- GRT Total Usage: 7.11%
- Min-delay src: winner_data_req[4]
- Via count: 1118
- Setup crit start: client1_ack
- Slowest Stage Delay on Critical Path: 0.63 ns
- Yosys Instances: 118
- Worst-margin pin slew: 0.565 ns
- Peak supply drop: 223 uV
- Clock buffer count from CTS: 5
- Fraction of layout cells with a size suffix above 1: 19.2%
- Cell area leaders: dfrtp_1 (55%), mux2_2 (15%), o21ai_0 (11%)
- Top cell area share: 54.8%
- Area Growth Syn to Fin: 58.8%
- Placeable Area: 0.00683 sq mm
- H-tree levels: 2
- Synth unique cells: 21
- Ant diodes: 0
- Slowest stage cell, crit path: dfrtp_1
- PnR Total Power: 0.00138 W
- Reg2Reg Depth: 3
- Gate power share: 38.3%
- Largest net degree at the start of global routing: 30
- Syn Area/Cell: 11.2 sq um
- Worst path required time: 3.28 ns
- Area leader, netlist: dfrtp_1
- Postcts setup bufs: 0
- Launch point of the worst reg-to-reg path: client_servit
- Clock Path Buffers: 2
- Yosys chip area: 0.00132 sq mm
- Worst-path clk slew: 0.06 ns
- Cycle use final: 55.8%
- Final setup vio count: 0
- Switching power: 0.000380 W
- Sw frac: 27.5%
- Pwr Density: 657 mW/mm^2
- Worst Hold Class: reg -> reg
- Critical path class: reg -> out
- Final ANT Viol Nets: 0
- Gate Count Post-Synth: 118
- CTS tree: done
- Die X: 104 um
- Worst Path Max Fanout: 14
- Clock Tree Root: clkbuf_8
- Routability cong.: 0.835
- Routed wire length: about 3800 um
- Clock skew: 0.00501 ns
- Critical Path AT: 1.47 ns
- DRC violation count after routing: 0
- Reg2reg setup slack: 2.38 ns
- Pre-Place Util: 19.4%
- Cell chain of the critical path: clkdlybuf4s50_1
- Drt wl/cell: 14.0 um
- # Max-Cap Violations: 0
- Number of global-route vias before repair: 1215
- Final setup TNS: 0 ns
- Tally of OpenROAD warnings: 25
- Relative slew slack: 62.4%
- Synthesis-stage register bit count: 29
- Worst Path Buf+Inv: 1
- CP Capture Type: output pin
- Pleak: 0.834 nW
- Cell Area, Synth: ~0.0013 sq mm
- Floorplan die height: 104 um
- Sequential share of power: 39.8%
- Vias/cell: around 4.1
- Post-DP HPWL: 2930 um
[cell families (layout without fill, tap and decap cells)]
kind of cell	Yosys count	count (layout)	share of synthesized area, %
simple gates	29	29	12.5
compound gates	36	36	15.4
flops	29	29	54.8
mux	18	18	15.3
buf+inv	6	65	1.98
[registers in the layout (all words and copies together) (netlist names)]
name and cells:
client1_ack 1, client0_data_ack 8, client0_ack 1, winner_req 1, winner_data_req 9, client1_data_ack 8
client_servit 1
[placed cells by master, fill, tap and decap left out, types with 2 or more instances in the layout]
cell             instances
o21ai_0                 30
nand2_1                 18
clkdlybuf4s50_1         56
nand2b_1                 2
and2b_2                  2
clkbuf_8                 6
mux2_2                  18
dfrtp_1                 29
nor2_1                   2
[Yosys cell counts]
library cell  instances
nor2_1                2
nor2b_1               1
nand2b_1              2
a21oi_1               1
buf_2                 1
o21ai_0              30
and2b_2               2
a41oi_1               1
dfrtp_1              29
a31oi_1               1
nand2_1              18
mux2_2               18
clkbuf_2              2
a21o_2                1
and3_2                1
and3b_2               1
o221ai_1              1
nor4bb_4              1
nor2_4                1
a21oi_4               1
clkbuf_1              3
[stage by stage]
| stage | utilization [%] | instances | worst slack, ns | hold WS, ns | instance area (sq um) |
|---|---|---|---|---|---|
| 2_1_floorplan | - | 118 | 2.40 | 0.433 | 1320 |
| 3_3_place_gp | 29.1 | 265 | 1.62 | 0.488 | 1990 |
| 3_5_place_dp | 29.1 | 265 | 1.60 | 0.495 | 1990 |
| 4_1_cts | 30.8 | 273 | 1.81 | 0.508 | 2100 |
| 5_1_grt | 30.8 | 273 | 1.73 | 0.534 | 2100 |
| 6_report | 30.8 | 273 | 1.81 | 0.503 | 2100 |
[metal layers]
metal	wire length, um	global-route usage (%)
met1	1800	9.66
met2	1580	10.2
met3	439	3.82
met4	13	0.596
met5	0	0
[power groups by stage]
| stage | sequential (W) | clock (W) | combinational (W) |
|---|---|---|---|
| final | 0.000550 | 0.000301 | 0.000530 |
| after global routing | 0.000580 | 0.000324 | 0.000592 |
| after CTS | 0.000554 | 0.000309 | 0.000544 |
[area by class of cell]
class / instances / area, sq um
clock buffer: 7 / 86.3
clock inverter: 1 / 30.0
fill: 722 / 4730
multi-input combinational: 83 / 572
sequential: 29 / 726
tap: 96 / 120
timing repair buffer: 57 / 568
[worst max path at each step]
stage / end / slack [ns] / depth (start not counted)
after CTS: client0_ack / 1.81 / 1
after global routing: client1_ack / 1.73 / 1
final: client1_ack / 1.81 / 1
Power and IR drop assume default switching activity.
