$ cat constraint.sdc
current_design winner_req_ack

set clk_period 1.0
set clk_io_pct 0.2

create_clock -name clk0 -period $clk_period [get_ports {clk}]

set non_clock_inputs [all_inputs -no_clocks]
set_input_delay [expr $clk_period * $clk_io_pct] -clock clk0 $non_clock_inputs
set_output_delay [expr $clk_period * $clk_io_pct] -clock clk0 [all_outputs]
$ cat config.mk
export PLATFORM = sky130hd
export DESIGN_NAME = winner_req_ack
export DESIGN_NICKNAME = winner_req_ack
export VERILOG_FILES = /design/flow/design.v
export SDC_FILE = /design/flow/constraint.sdc
export NUM_CORES = 4
export LEC_CHECK = 1
export CORE_AREA = 10 10 73 73
export DIE_AREA = 0 0 83 83
$ cat design.v
 module winner_req_ack #(
parameter REQ_DATA_WIDTH = 'd8,
parameter ACK_DATA_WIDTH = 'd8 
)(
input 					    	       rst_n,
input                        	       clk,
input 					               winner_req,
input         [REQ_DATA_WIDTH :0]      winner_data_req,
output 	reg						       winner_ack,
output 	reg   [ACK_DATA_WIDTH -1:0]    winner_data_ack
);
always @(posedge clk or negedge rst_n) begin
	if(~rst_n) begin
		winner_ack <= 'b0;
		winner_data_ack <='b0; 
	end else
	if (winner_req == 1) begin 		
		if(winner_ack == 1) begin
			winner_ack <= 'b0;  	   
			winner_data_ack <= 'b0;
		end
		else
		winner_ack <= 'b1;
		winner_data_ack <= winner_data_req + 1;
	end
end
endmodule 
$ cat run.sh
#!/bin/bash
# OpenROAD 26Q1-2900-gdf79404cd8, Yosys 0.63+post, stock flow scripts
make -C /OpenROAD-flow-scripts/flow DESIGN_CONFIG=/design/flow/config.mk WORK_HOME=/design/flow/orfs finish
==> impl_metrics.py <==
# Flow results
metrics = {
    "layout": {
        "design_area_um2": 797,
        "syn2layout_area_growth_pct": 87.4,
        "lay_top_cells": "buf_4, dfrtp_1, clkbuf_2",
        "final_common_cell": "buf_4",
        "fill_cells": 416,
        "logic_area_um2": 203,
        "seqCellArea_um2": 225,
        "drive_gt1_frac": 0.397,
    },
    "yosys": {
        "postSynthSeqShare": 0.529,
        "numSynthFlops": 9,
        "syn_avg_cell_area_um2": 10.1,
        "synthDistinctLibCells": 18,
        "ys_chip_area_um2": 425,
        "netlist_area_um2": 425,
        "syn-instance-count": 42,
        "yosysCellCount": 42,
        "ys_warn_count": 1,
    },
    "floorplan": {
        "die_w_um": 83,
        "ios": 21,
        "die_h_um": 83,
        "dieArea_um2": 6890,
        "num_rows": 22,
        "fp_util": 0.114,
        "core_area_um2": 3740,
    },
    "clock_tree": {
        "cts.htree.levels": 1,
        "clk_pin_slew_ns": 0.05,
        "root_buffer": "clkbuf_8",
        "cts_buffer_depth": 2,
        "numCtsBuffers": 3,
        "clock-sinks": 9,
        "cts_tree": "built",
        "worstSkewPairLatency_ns": 0.23,
    },
    "critical_path": {
        "r2r_cells": 3,
        "worst-path-buf-inv": 1,
        "worst_setup_path_start_kind": "input pin",
        "end_kind": "register",
        "crit_fanout": 2,
        "crit_cells": 5,
        "arrival_ns": 1.11,
        "crit_type": "input pin to register",
        "cpPeakStageDelay_ns": 0.31,
        "cpLargestDelayFamily": "simple AND/OR/NAND/NOR gates",
        "worstPathRequired_ns": 1.16,
        "cp_slowest_cell": "or3_1",
        "path_cells": "clkdlybuf4s15_1, ha_2, nand3_2, or3_1, a31oi_1",
    },
    "detailed_routing": {
        "dr.pass1.iters": 2,
        "via_per_inst": 3.44,
        "antenna-diode-count": 0,
        "wl_mm": 1.40,
        "post_drt_wl_per_cell_um": 11.1,
        "drt-initial-drc-count": 12,
        "drc": 0,
        "vias": 434,
        "postRouteAntennaNets": 0,
    },
    "sta": {
        "slew_headroom": 0.865,
        "setup_viol_count_final": 0,
        "min_period_over_period": 0.956,
        "final_hold_viol_count": 0,
        "min_period_ns": 0.956,
        "final_max_slew_viol_count": 0,
        "skew_ns": 0,
        "max_freq_ghz": 1.05,
        "fin_setup_tns_ns": 0,
        "worstMarginPinSlew_ns": 0.202,
    },
    "placed_design": {
        "dpl.hpwl_mm": 1.08,
        "gp_congestion": 0.767,
        "portBuffers": 19,
        "postPlaceCellArea_um2": 749,
    },
    "grt": {
        "grt_max_degree": 14,
        "antenna_found_initial": 0,
        "grt_pass1_vias": 407,
        "grt_overflow_total": 0,
        "grt_pass1_wl_mm": 2.22,
        "grt_usage": 0.0394,
    },
    "flow_run": {
        "tool_warnings": 27,
        "cap_violations": 0,
    },
    "power": {
        "switching_share": 0.236,
        "p_per_area_nw_per_um2": 1460,
        "seqPwrFrac": 0.386,
        "p_sw_w": 0.000275,
        "p_clk_frac": 0.366,
        "leakage_nw": 0.356,
        "pwr-share-comb": 0.248,
        "ir_drop_mv": 0.336,
        "p_int_w": 0.000888,
    },
    "hold_path": {
        "hp-class": "input pin to asynchronous set/reset pin",
    },
    "outcome": {
        "status": "completed",
    },
}
synth_stat cells:
master,count,area share
mux2i_1,1,0.024
inv_1,1,0.0088
or3_1,3,0.044
nand2_1,2,0.018
dfrtp_1,9,0.53
nor2_1,6,0.053
nand3_2,1,0.024
clkbuf_1,1,0.0088
buf_2,1,0.012
a31oi_1,3,0.044
nand4_1,1,0.015
xnor2_1,1,0.021
a21oi_1,3,0.035
mux2_2,1,0.026
ha_1,1,0.029
nand3_1,1,0.012
o21ai_0,3,0.035
xor2_1,3,0.062
through the flow:
| step | instances | total power, W | worst slack, ns | utilization | hold slack, ns |
|---|---|---|---|---|---|
| 2_1_floorplan | 42 | 0.000513 | 0.00568 | - | -0.0956 |
| 3_3_place_gp | 117 | 0.000754 | -0.496 | 0.200 | 0.501 |
| 3_5_place_dp | 117 | 0.000757 | -0.537 | 0.200 | 0.498 |
| 4_1_cts | 124 | 0.00120 | -0.0238 | 0.214 | 0.247 |
| 5_1_grt | 126 | 0.00126 | -0.00388 | 0.213 | 0.264 |
| 6_report | 126 | 0.00116 | 0.0440 | 0.213 | 0.252 |
area by class of cell:
class | count | share of cell area
multi-input combinational | 30 | 0.254
timing repair buffer | 34 | 0.327
clock buffer | 4 | 0.0565
tap | 48 | 0.0754
sequential | 9 | 0.283
inverter | 1 | 0.00471
final timing paths:
kind | start | end | slack, ns
min | rst_n | winner_data_ack[0] | 0.25
max | winner_data_req[0] | winner_data_ack[6] | 0.04
min reg2reg | winner_data_ack[1] | winner_data_ack[1] | 0.51
min in group clk0 | winner_req | winner_data_ack[2] | 0.36
max in group asynchronous | rst_n | winner_data_ack[4] | 0.61
max reg2reg | winner_ack | winner_ack | 0.12
cells by family (layout without fill, tap and decap cells):
group | Yosys count | count (layout) | synth area share
AOI/OAI and AO/OA | 9 | 9 | 0.115
DFF | 9 | 9 | 0.529
buffers and inverters | 3 | 39 | 0.0294
muxes | 2 | 2 | 0.0500
xor gates and xnor gates | 4 | 4 | 0.0824
adders and majority gates | 1 | 1 | 0.0294
and+or+nand+nor | 14 | 14 | 0.165
sequential cells by signal, indices dropped and copies added (netlist names):
register	cells
winner_data_ack	8
winner_ack	1
layer usage:
metal / GRT usage / vias up / part of all wire
met3: 0.0177 / 2 / 0.056
li1: - / 221 / -
met4: 0.00769 / 0 / 0.019
met2: 0.0691 / 12 / 0.54
met5: 0 / - / 0
met1: 0.0424 / 199 / 0.38
repair_timing:
action / 4_1_cts / 5_1_grt
gates resized: 29 / 13
endpoints found under the setup margin: 16 / 12
hold buffers: 0 / 0
setup buffers: 3 / 1
gates cloned: 0 / 1
pin swaps: 3 / 4
power groups by stage:
stage	logic [W]	registers (W)	clock network [W]
CTS	0.000306	0.000449	0.000441
global route	0.000330	0.000455	0.000471
finish	0.000289	0.000448	0.000426
Power and IR drop assume default switching activity.
